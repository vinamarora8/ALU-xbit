==> ./design.v <==
module black_box(Gik, Pik, Gk1j, Pk1j, Gij, Pij
	);
	input Gik, Pik, Gk1j, Pk1j;
	output Gij, Pij;
	grey_box gb1(Gik, Pik, Gk1j, Gij);
	and g1(Pij, Pik, Pk1j);
endmodule
module grey_box(Gik, Pik, Gk1j, Gij
	);
	input Gik, Pik, Gk1j;
	output Gij;
	wire w1;
	and g1(w1, Pik, Gk1j);
	or g2(Gij, Gik, w1);
endmodule
module pg_array8b(inA, inB, P, G
	);
	input [7:0] inA, inB;
	output [7:0] G, P;
	half_adder ha1(inA[0], inB[0], P[0], G[0]);
	half_adder ha2(inA[1], inB[1], P[1], G[1]);
	half_adder ha3(inA[2], inB[2], P[2], G[2]);
	half_adder ha4(inA[3], inB[3], P[3], G[3]);
	half_adder ha5(inA[4], inB[4], P[4], G[4]);
	half_adder ha6(inA[5], inB[5], P[5], G[5]);
	half_adder ha7(inA[6], inB[6], P[6], G[6]);
	half_adder ha8(inA[7], inB[7], P[7], G[7]);
endmodule
module sklansky_adder(inA, inB, Cin, Sum, Cout
	);
	input [7:0] inA, inB;
	input Cin;
	output [7:0] Sum;
	output Cout;
	wire [7:0] P, G, C;
	pg_array8b a1(inA, inB, P, G);
	sklansky_carry a2({G[6:0], Cin}, {P[6:0], 1'b1}, C);
	sum8b a3(P, G, C, Sum, Cout);
endmodule
`timescale 1ns / 1ps
module sklansky_adder_controller(in, store_A, cin, out, cout
    );
	input [7:0] in;
	input store_A, cin;
	output [7:0] out;
	output cout;
	reg [7:0] numA;
	initial numA = 8'b00000000;
	sklansky_adder a1(numA, in, cin, out, cout);
	always @(*)
	begin
		if (store_A == 1) numA = in;
	end
endmodule
module sklansky_carry(inG, inP, Carry
	);
	input [7:0] inG, inP;
	output [7:0] Carry;
	wire w1, w2, w3, w4, w5, w6, w7, w8, w9, w10;
	assign Carry[0] = inG[0];
	grey_box gb1(inG[1], inP[1], inG[0], Carry[1]);
	grey_box gb2(inG[2], inP[2], Carry[1], Carry[2]);
	black_box bb1(inG[3], inP[3], inG[2], inP[2], w1, w2);
	grey_box gb3(w1, w2, Carry[1], Carry[3]);
	grey_box gb4(inG[4], inP[4], Carry[3], Carry[4]);
	black_box bb2(inG[5], inP[5], inG[4], inP[4], w3, w4);
	grey_box gb5(w3, w4, Carry[3], Carry[5]);
	black_box bb3(inG[6], inP[6], w3, w4, w5, w6);
	grey_box gb6(w5, w6, Carry[3], Carry[6]);
	black_box bb4(inG[7], inP[7], inG[6], inP[6], w7, w8);
	black_box bb5(w7, w8, w3, w4, w9, w10);
	grey_box gb7(w9, w10, Carry[3], Carry[7]);
endmodule
module sum8b(inP, inG, inC, Sum, Cout
	);
	input [7:0] inP, inG, inC;
	output [7:0] Sum;
	output Cout;
	xor(Sum[0], inP[0], inC[0]);
	xor(Sum[1], inP[1], inC[1]);
	xor(Sum[2], inP[2], inC[2]);
	xor(Sum[3], inP[3], inC[3]);
	xor(Sum[4], inP[4], inC[4]);
	xor(Sum[5], inP[5], inC[5]);
	xor(Sum[6], inP[6], inC[6]);
	xor(Sum[7], inP[7], inC[7]);
	assign Cout = inG[7] | (inP[7]*inC[7]);
endmodule
`timescale 1ns / 1ps
module half_adder(
	inA, inB, sum, cout
    );
	 input inA, inB;
	 output sum, cout;
	and g1(cout, inA, inB);
	xor g2(sum, inA, inB);
endmodule
==> ./run.sh <==
#!/bin/bash
# OpenROAD 26Q1-2900-gdf79404cd8, Yosys 0.63+post, stock flow scripts
make -C /OpenROAD-flow-scripts/flow DESIGN_CONFIG=/design/flow/config.mk WORK_HOME=/design/flow/orfs finish
==> ./config.mk <==
export PLATFORM = sky130hd
export DESIGN_NAME = sklansky_adder_controller
export DESIGN_NICKNAME = sklansky_adder_controller
export VERILOG_FILES = /design/flow/design.v
export SDC_FILE = /design/flow/constraint.sdc
export NUM_CORES = 4
export LEC_CHECK = 1
export CORE_AREA = 10 10 70 70
export DIE_AREA = 0 0 80 80
==> ./constraint.sdc <==
current_design sklansky_adder_controller

set clk_period 7.7
set clk_io_pct 0.2

create_clock -name clk0 -period $clk_period

set non_clock_inputs [all_inputs -no_clocks]
set_input_delay [expr $clk_period * $clk_io_pct] -clock clk0 $non_clock_inputs
set_output_delay [expr $clk_period * $clk_io_pct] -clock clk0 [all_outputs]
==> results.txt <==
Physical implementation status

Relative to the synthesized area, the layout overhead comes to 53.5%. The required time at the worst endpoint is listed as 6160 ps. The post-place instance area stands at 711 sq um.

The share of flip-flops with an asynchronous set or reset after synthesis stands at 0%. The final count of hold timing violations stands at 0. The number of warnings reported in the stage logs is 32. The script computed a power per unit cell area of 55.9 nW/um^2. The met1 track demand over resource stands at 4.21%. Hold repair after CTS inserted 0 buffers. In this design, the largest share of critical-path delay is due to buffers and inverters.

Setup repair after global routing left no endpoint under its margin. The number of antenna-violating nets in the routed design stands at 0. The maximum achievable frequency stands at 175 MHz.

The starting DRC count in detailed routing stands at 5. In the synthesized netlist, the number of instances is 50. The post-layout period usage of the worst path stands at 74.0%. The number of buffers inserted to repair setup after CTS stands at 0.

In this run the core area contains 21 standard-cell rows. For reference, the critical path is captured by out[7]. The most common logic cell in the final layout is sky130_fd_sc_hd__clkdlybuf4s50_1.

At the end of routability-driven placement, the weighted congestion stood at 0.695. The worst relative slew slack stands at 81.9%. Per the Yosys statistics, synthesis produced 50 cells.

In the routed design, unresolved DRC markers number 0. The leakage power in the latest report is 0.332 nW. The cell area after layout stands at 711 sq um. The peak supply drop stands at 19.7 uV. Looking at the critical path, the single cell with the biggest stage delay is sky130_fd_sc_hd__clkdlybuf4s50_1. The starting utilization of the core area stands at 13.6%. Per the GRT log, the top usage layer is met2. The time the final worst path needs with I/O delays and setup stands at 5700 ps.

Adding up every negative setup slack in the final design gives 0 ps. The synthesized area stands at 463 sq um. The synthesized area divided by synthesized cell count stands at 9.26 sq um.

The yosys-reported design area after synthesis stands at 463 sq um. During I/O placement, the number of pins put on the boundary was 19. For this run, the detailed router's first-pass iteration total came to 3. The aggregate routed wire length stands at 982 microns. The die outline area stands at 6400 sq um. The x dimension of the die stands at 80 microns. The met3 usage in global routing stands at 0.795%.

The total number of cells along the worst setup path stands at 10. The slew of the pin with the lowest slew margin stands at 271 ps. The share of layout cells above drive strength 1 stands at 7.25%. The maximum number of pins on one net before global-route repair stands at 9.

The max-slew violation total from the final report stands at 0. From the final report, the count of setup violators was given as 0. The register with the most flip-flops in the layout has 8 of them.

The total of flip-flops plus latches after synthesis stands at 8. The first global-routing pass estimated 1640 microns of wire. In this run, distinct cell masters in the synthesized netlist total 19. The global routing report lists combined usage of all routing layers as 3.03%. Traced cell by cell, the critical path runs through clkdlybuf4s50_1, inv_1, fa_1, nand2b_1, a21oi_2, nor2_2, o21a_1, fa_1, inv_1, clkdlybuf4s50_1. Checking hold timing, the worst path is listed with class in2out.

For this run, the script counts the antenna cells in the layout as 0. In the final layout, the fill cell count is 387. The run finished with clean final reports.

The maximum fanout count along the critical path stands at 2. The number of flops mapped to enable cells by yosys stands at 0. The largest stage delay on the critical path stands at 470 ps. The average routed wire per standard cell stands at 8.54 microns.

The count of endpoints without a timing constraint stands at 8. STA classifies the critical path startpoint as a primary input. The setup path with the least slack is of type in2out. The number of warning messages in the yosys log stands at 1. The timer found 8 register pins that no clock reaches; their paths are not timed. Per STA, the startpoint of the critical path is in[0]. The met2 layer usage reported by global route stands at 4.90%. From bottom edge to top edge, the die measures 80 microns. The quantity of gates resized following cts stands at 0.

The final route contains 363 vias. The HPWL after detailed placement is 891 microns. Across the run, the number of max-cap violations was 0. In the layout the commonest cells are sky130_fd_sc_hd__clkdlybuf4s50_1, sky130_fd_sc_hd__inv_1, sky130_fd_sc_hd__dlxtp_1.

For the worst setup path, the data arrival time is 4160 ps. The number of vias per cell after detailed routing stands at 3.16. During placement, the flow inserted port buffers numbering 19.

In the synthesized netlist the dominant register cell turns out to be sky130_fd_sc_hd__dlxtp_1. The global route stage reports its total congestion overflow as 0. The number of antenna violations at the first check in global routing came to 0. STA classifies the critical path endpoint as a primary output. The placeable core region stands at 3420 sq um. The combined buffer and inverter count along the critical path stands at 4.

The number of global-route vias before repair stands at 382.
-- logic make-up after synthesis --
kind of cell / share of synthesized area [%]
buffers and inverters: 9.73
adder cells (fa/ha/maj): 33.5
AND/OR/NAND/NOR: 10.0
latches: 25.9
AND-OR/OR-AND: 13.0
XOR/XNOR: 5.68
multiplexers: 2.16
-- area by class of cell --
class	count	area (sq um)	share of cell area [%]
Timing Repair Buffer	19	190	26.8
Tap cell	46	57.6	8.10
Inverter	12	45.0	6.34
Sequential cell	8	120	16.9
Multi-Input combinational cell	30	298	41.9
-- power breakdown --
group	switching (W)	internal [W]
clock	0	0
combinational	0.0000126	0.0000238
sequential	0.000000376	0.00000292
total	0.0000130	0.0000267
-- metrics by stage --
step | hold slack (ps) | power [W] | utilization (%) | worst slack, ps | cells
2_1_floorplan | 3190 | 0.0000176 | - | 3020 | 50
5_1_grt | 4200 | 0.0000449 | 20.8 | 1840 | 115
3_3_place_gp | 4140 | 0.0000405 | 20.8 | 1990 | 115
4_1_cts | 4150 | 0.0000411 | 20.8 | 1950 | 115
6_report | 4130 | 0.0000397 | 20.8 | 2000 | 115
3_5_place_dp | 4140 | 0.0000407 | 20.8 | 1980 | 115
-- per-layer routing --
layer | vias to the layer above | routed length (microns) | part of all wire (%)
li1 | 198 | - | -
met1 | 153 | 468 | 48
met3 | 0 | 80 | 8.1
met5 | - | 0 | 0
met2 | 12 | 433 | 44
met4 | 0 | 0 | 0
-- worst min path at each step --
stage	start	endpoint	slack, ps	cells past startpoint
6_report	cin	out[0]	4130	5
4_1_cts	cin	out[0]	4150	5
5_1_grt	cin	out[0]	4200	5
-- synthesized netlist by cell type (all sizes together), types with 2 or more instances --
master  instances  area, sq um
nand2b          2         12.5
nor2            2         10.0
nor3            2         10.0
nand2           2         7.51
a21oi           2         13.8
dlxtp           8          120
inv            12         45.0
xnor2           2         17.5
fa              4         80.1
ha              6         75.1
a21o            2         17.5
Power is estimated from default activity; no workload was simulated.
