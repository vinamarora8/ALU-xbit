===== /design/flow/config.mk =====
export PLATFORM = sky130hd
export DESIGN_NAME = kogge_stone_adder_controller
export DESIGN_NICKNAME = kogge_stone_adder_controller
export VERILOG_FILES = /design/flow/design.v
export SDC_FILE = /design/flow/constraint.sdc
export NUM_CORES = 4
export LEC_CHECK = 1
export CORE_AREA = 10 10 70 70
export DIE_AREA = 0 0 80 80

===== /design/flow/constraint.sdc =====
current_design kogge_stone_adder_controller

set clk_period 7.7
set clk_io_pct 0.2

create_clock -name clk0 -period $clk_period

set non_clock_inputs [all_inputs -no_clocks]
set_input_delay [expr $clk_period * $clk_io_pct] -clock clk0 $non_clock_inputs
set_output_delay [expr $clk_period * $clk_io_pct] -clock clk0 [all_outputs]

===== /design/flow/design.v =====
module kogge_stone_adder(inA, inB, Cin, Sum, Cout
	);
	input [7:0] inA, inB;
	input Cin;
	output [7:0] Sum;
	output Cout;
	wire [7:0] P, G, C;
	pg_array8b a1(inA, inB, P, G);
	kogge_stone_carry a2({G[6:0], Cin}, {P[6:0], 1'b1}, C);
	sum8b a3(P, G, C, Sum, Cout);
endmodule
`timescale 1ns / 1ps
module kogge_stone_adder_controller(in, store_A, cin, out, cout
    );
	input [7:0] in;
	input store_A, cin;
	output [7:0] out;
	output cout;
	reg [7:0] numA;
	initial numA = 8'b00000000;
	kogge_stone_adder a1(numA, in, cin, out, cout);
	always @(*)
	begin
		if (store_A == 1) numA = in;
	end
endmodule
module kogge_stone_carry(inG, inP, Carry
	);
	input [7:0] inG, inP;
	output [7:0] Carry;
	wire w1, w2, w3, w4, w5, w6, w7, w8, w9, w10;
	wire e1, e2, e3, e4, e5, e6, e7, e8, e9, e10;
	assign Carry[0] = inG[0];
	grey_box 	gb1(inG[1], inP[1], inG[0], Carry[1]);
	black_box 	bb1(inG[2], inP[2], inG[1], inP[1], w1, w2);
	grey_box 	gb2(w1, w2, inG[0], Carry[2]);
	black_box	bb2(inG[3], inP[3], inG[2], inP[2], w3, w4);
	grey_box	gb3(w3, w4, Carry[1], Carry[3]);
	black_box	bb3(inG[4], inP[4], inG[3], inP[3], w5, w6);
	black_box	bb4(w5, w6, w1, w2, w7, w8);
	grey_box	gb4(w7, w8, Carry[0], Carry[4]);
	black_box	bb5(inG[5], inP[5], inG[4], inP[4], w9, w10);
	black_box	bb6(w9, w10, w3, w4, e1, e2);
	grey_box	gb5(e1, e2, Carry[1], Carry[5]);
	black_box	bb7(inG[6], inP[6], inG[5], inP[5], e3, e4);
	black_box	bb8(e3, e4, w5, w6, e5, e6);
	grey_box	gb6(e5, e6, Carry[2], Carry[6]);
	black_box	bb9(inG[7], inP[7], inG[6], inP[6], e7, e8);
	black_box	bb10(e7, e8, w9, w10, e9, e10);
	grey_box	gb7(e9, e10, Carry[3], Carry[7]);
endmodule
module black_box(Gik, Pik, Gk1j, Pk1j, Gij, Pij
	);
	input Gik, Pik, Gk1j, Pk1j;
	output Gij, Pij;
	grey_box gb1(Gik, Pik, Gk1j, Gij);
	and g1(Pij, Pik, Pk1j);
endmodule
module grey_box(Gik, Pik, Gk1j, Gij
	);
	input Gik, Pik, Gk1j;
	output Gij;
	wire w1;
	and g1(w1, Pik, Gk1j);
	or g2(Gij, Gik, w1);
endmodule
module pg_array8b(inA, inB, P, G
	);
	input [7:0] inA, inB;
	output [7:0] G, P;
	half_adder ha1(inA[0], inB[0], P[0], G[0]);
	half_adder ha2(inA[1], inB[1], P[1], G[1]);
	half_adder ha3(inA[2], inB[2], P[2], G[2]);
	half_adder ha4(inA[3], inB[3], P[3], G[3]);
	half_adder ha5(inA[4], inB[4], P[4], G[4]);
	half_adder ha6(inA[5], inB[5], P[5], G[5]);
	half_adder ha7(inA[6], inB[6], P[6], G[6]);
	half_adder ha8(inA[7], inB[7], P[7], G[7]);
endmodule
module sum8b(inP, inG, inC, Sum, Cout
	);
	input [7:0] inP, inG, inC;
	output [7:0] Sum;
	output Cout;
	xor(Sum[0], inP[0], inC[0]);
	xor(Sum[1], inP[1], inC[1]);
	xor(Sum[2], inP[2], inC[2]);
	xor(Sum[3], inP[3], inC[3]);
	xor(Sum[4], inP[4], inC[4]);
	xor(Sum[5], inP[5], inC[5]);
	xor(Sum[6], inP[6], inC[6]);
	xor(Sum[7], inP[7], inC[7]);
	assign Cout = inG[7] | (inP[7]*inC[7]);
endmodule
`timescale 1ns / 1ps
module half_adder(
	inA, inB, sum, cout
    );
	 input inA, inB;
	 output sum, cout;
	and g1(cout, inA, inB);
	xor g2(sum, inA, inB);
endmodule

===== /design/flow/run.sh =====
#!/bin/bash
# OpenROAD 26Q1-2900-gdf79404cd8, Yosys 0.63+post, stock flow scripts
make -C /OpenROAD-flow-scripts/flow DESIGN_CONFIG=/design/flow/config.mk WORK_HOME=/design/flow/orfs finish

==> results.txt <==
Implementation numbers.

- The library cells used most frequently in the layout, excluding fill and tap cells, are sky130_fd_sc_hd__clkdlybuf4s50_1 (19), sky130_fd_sc_hd__dlxtp_1 (8), sky130_fd_sc_hd__ha_1 (7), sky130_fd_sc_hd__inv_1 (6), sky130_fd_sc_hd__xnor2_1 (5).
- Max fanout on the critical path was recorded as 3.
- The area of the mapped netlist is 424 sq um.
- The launching instance or port of the critical path reads in[0].
- The length of routed met3 wiring reads about 76 um.
- The core area reads around 0.0034 sq mm.
- The end-of-flow core utilization is 0.197.
- The run reported a max-capacitance violation count of 0.
- The number of global-route vias before repair is 398.
- The tally of OpenROAD warnings reads 32.
- The worst path meets setup with 1.95 ns of slack.
- The transition time of the tightest slew-check pin is around 0.27 ns.
- The most numerous logic cell after layout reads sky130_fd_sc_hd__clkdlybuf4s50_1.
- The routed length on met2 reads 572 um.
- The kind of end point of the critical path reads a primary output.
- Per the placement log, port buffering inserted 19 buffers.
- The shortest clock period the worst path allows after layout reads 5.75 ns.
- The highest metal layer with signal wires is met3.
- For this block, the initial DRC count from the detailed router was 18.
- During I/O placement, the number of pins put on the boundary was 19.
- The timer found 8 register pins that no clock reaches; their paths are not timed.
- Per the OpenROAD power report, leakage power amounts to 0.000295 uW.
- The number of endpoints failing setup at the final stage is 0.
- The largest net degree at the start of global routing reads 9.
- The area of the die is approximately 0.0064 sq mm.
- The cell with the biggest individual delay on the critical path is sky130_fd_sc_hd__fa_1.
- The number of different library cells in the post-synthesis netlist is 15.
- The number of rows in the core area reads 21.
- Traced cell by cell, the critical path runs through clkdlybuf4s50_1 -> fa_1 -> a21oi_1 -> nor2b_1 -> a31oi_1 -> nor2_1 -> a211oi_2 -> fa_1 -> inv_1 -> clkdlybuf4s50_1.
- The detailed-placement wirelength estimate is 922 um.
- The via count of the routed design is 379.
- The arrival time at the worst endpoint is 4.21 ns.
- Setup repair after global routing left no endpoint under its margin.
- The normalized max-slew margin is 0.820.
- The class of the most critical setup path reads input port to primary output.
- In this run, placement finished with an instance count of 112.
- The end of the critical path reads out[7].
- The area of all placed cells without fillers reads 672 sq um.
- The remaining global-route overflow is 0.
- The fraction of the core area occupied by cells at floorplan reads 0.124.
- The final hold violation count recorded for this run is 0.
- The number of non-filler instances in the completed layout reads between 100 and 150.
- The Yosys chip area reads 424 sq um.
- The number of fillers in the final layout reads 375.
- The combined global-route utilization of all metal layers reads 0.0307.
- The flow reported a cell area power density of ~60 mW/mm^2.
- At the worst endpoint, the required time is between 6 and 7 ns.
- The flip-flop count of the largest register, all copies and words added is 8.
- Setup total negative slack on the finished layout was measured at 0 ns.
- The number of synthesized register bits reads 8.
- The wire length the detailed router placed on met1 is between 400 and 500 um.
- The number of warnings issued by yosys reads 1.
- The category of the worst setup path launch point reads an input port.
- The horizontal die dimension is 80 um.
- The largest stage delay on the critical path reads 0.49 ns.
- Summing all placed instances gives a cell area of 672 sq um.
- The pre-CTS setup slack is 1.94 ns.
- The number of hold buffers added after CTS reads 0.
- At the end of routability-driven placement, the weighted congestion stood at 0.715.
- The number of cells in the yosys synthesis report reads 47.
- The routed design ends up with an antenna cell count of 0.
- The mean routed wirelength per cell reads 9.50 um.
- The share of final-layout standard cells stronger than drive strength 1 reads 0.0152.
- The worst IR drop on VDD reads 0.00910 mV.
- Per the run report, area growth between synthesis and finish was 58.4%.
- The residual DRC count is 0.
- 8 endpoints have no timing constraint.
- The final max-slew violation count reads 0.
- The maximum clock frequency reads 0.174 GHz.
- The iteration count of the initial detailed-routing pass reads 3.
- The post-CTS repair timing setup buffer count is 0.
- The detail route stage leaves a number of antenna-violating nets equal to 0.
- The synthesized area divided by synthesized cell count is about 9 sq um.
- The path class of the lowest-slack min-delay path is input port to primary output.
- The total wirelength of the detailed-routed design reads 1060 um.
- The flow ran to the end, and the final reports show no timing, DRC or antenna violations.
- The die is 80 um tall.
- The number of gates given a new drive strength after cts reads 0.
- Dividing the detail-routed via count by the number of cells gives 3.38.
- The cell count after synthesis is ~47.
- The first global-routing pass estimated roughly 1600 um of wire.
- The number of antenna violations at the first check in global routing reads 0.
- The post-route fraction of the period consumed by the critical path is 0.747.
[stage by stage]
stage               hold WS, ns  power [uW]
CTS                        4.18        41.6
global route               4.25        44.8
floorplan                  3.19        17.3
finish                     4.17        40.3
detailed placement         4.18        41.2
global placement           4.17        41.0
[critical path: cells and delay by family]
| kind | cells | cell delay, ns |
|---|---|---|
| buf+inv | 3 | 0.98 |
| fa+ha+maj | 2 | 0.93 |
| compound gates | 3 | 0.60 |
| simple gates | 2 | 0.17 |
[area by class of cell]
class | count | area [sq um] | area share
multi-input cells | 33 | 282 | 0.419
repair buffers | 19 | 190 | 0.283
inverters | 6 | 22.5 | 0.0335
well taps | 46 | 57.6 | 0.0857
flip-flops and latches | 8 | 120 | 0.179
[synthesized netlist by cell type, drive strengths merged]
| master | count | area share |
|---|---|---|
| dlxtp | 8 | 0.28 |
| ha | 7 | 0.21 |
| inv | 6 | 0.053 |
| xnor2 | 5 | 0.10 |
| a21oi | 4 | 0.047 |
| nor2 | 3 | 0.027 |
| a21o | 2 | 0.035 |
| a31oi | 2 | 0.029 |
| fa | 2 | 0.094 |
| nand2 | 2 | 0.018 |
| o21ai | 2 | 0.024 |
| a211oi | 1 | 0.029 |
| nand4 | 1 | 0.015 |
| nor2b | 1 | 0.015 |
| xor2 | 1 | 0.021 |
[how the worst min path moves through the flow]
stage / from / endpoint / slack (ns) / cells past startpoint
global route: in[7] / out[7] / 4.25 / 5
CTS: in[7] / out[7] / 4.18 / 5
finish: in[7] / out[7] / 4.17 / 5
[power by group]
part	switching (uW)	internal (uW)	total, uW	leakage, uW
Combinational	12.7	24.3	37.0	0.000231
Clock	0	0	0	0
Sequential	0.368	2.92	3.28	0.0000634
[routing by layer]
| metal | track usage | vias up |
|---|---|---|
| li1 | - | 199 |
| met1 | 0.0317 | 172 |
| met2 | 0.0650 | 8 |
| met3 | 0.00455 | 0 |
| met4 | 0 | 0 |
| met5 | 0 | - |
[kinds of logic (layout without fill, tap and decap cells)]
group,after synthesis,in the layout,synth area share
compound gates,11,11,0.165
latches,8,8,0.283
buf+inv,6,25,0.0531
xor+xnor,6,6,0.124
simple gates,7,7,0.0738
fa+ha+maj,9,9,0.301
Power is estimated from default activity; no workload was simulated.
