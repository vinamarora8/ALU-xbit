==> ./design.v <==
module csa8b(inA, inB, cin, sum, cout
	);
	input [7:0] inA, inB;
	input cin;
	output [7:0] sum;
	output cout;
	wire c2, c4, c6;
	rca2b a1(inA[1:0], inB[1:0], cin, sum[1:0], c2);
	rca2b_wsel a2(inA[3:2], inB[3:2], c2, sum[3:2], c4);
	rca2b_wsel a3(inA[5:4], inB[5:4], c4, sum[5:4], c6);
	rca2b_wsel a4(inA[7:6], inB[7:6], c6, sum[7:6], cout);
endmodule
module csa8b_controller(in, store_A, cin, out, cout
    );
	input [7:0] in;
	input store_A, cin;
	output [7:0] out;
	output cout;
	reg [7:0] numA;
	initial numA = 8'b00000000;
	csa8b cla1(numA, in, cin, out, cout);
	always @(*)
	begin
		if (store_A == 1) numA = in;
	end
endmodule
`timescale 1ns / 1ps
module full_adder(inA, inB, cin, sum, cout, p, g
    );
	input inA, inB, cin;
	output sum, cout, p, g;
	xor propagator(p, inA, inB);
	and generator(g, inA, inB);
	xor g1(sum, p, cin);
	wire w1, w2, w3;
	and g2(w1, inA, inB);
	and g3(w2, inB, cin);
	and g4(w3, cin, inA);
	or g5(cout, w1, w2, w3);
endmodule
module rca2b(inA, inB, cin, sum, cout
	);
	input [1:0] inA, inB;
	input cin;
	output [1:0] sum;
	output cout;
	wire c1;
	full_adder fa1(inA[0], inB[0], cin, sum[0], c1);
	full_adder fa2(inA[1], inB[1], c1, sum[1], cout);
endmodule
module rca2b_wsel(inA, inB, cin, sum, cout
	);
	input [1:0] inA, inB;
	input cin;
	output [1:0] sum;
	output cout;
	wire [2:0] w1, w2;
	rca2b rca1(inA, inB, 1'b0, w1[1:0], w1[2]);
	rca2b rca2(inA, inB, 1'b1, w2[1:0], w2[2]);
	assign sum = (cin) ? w2[1:0] : w1[1:0];
	assign cout = (cin) ? w2[2] : w1[2];
endmodule
==> ./run.sh <==
#!/bin/bash
# OpenROAD 26Q1-2900-gdf79404cd8, Yosys 0.63+post, stock flow scripts
make -C /OpenROAD-flow-scripts/flow DESIGN_CONFIG=/design/flow/config.mk WORK_HOME=/design/flow/orfs finish
==> ./config.mk <==
export PLATFORM = sky130hd
export DESIGN_NAME = csa8b_controller
export DESIGN_NICKNAME = csa8b_controller
export VERILOG_FILES = /design/flow/design.v
export SDC_FILE = /design/flow/constraint.sdc
export NUM_CORES = 4
export LEC_CHECK = 1
export CORE_AREA = 10 10 70 70
export DIE_AREA = 0 0 80 80
==> ./constraint.sdc <==
current_design csa8b_controller

set clk_period 3.4
set clk_io_pct 0.2

create_clock -name clk0 -period $clk_period

set non_clock_inputs [all_inputs -no_clocks]
set_input_delay [expr $clk_period * $clk_io_pct] -clock clk0 $non_clock_inputs
set_output_delay [expr $clk_period * $clk_io_pct] -clock clk0 [all_outputs]
==> flow_summary.yaml <==
# physical design summary
final_timing:
  unconstrained_endpoints: 8
  hold_viol_final: 0
  period_used_pct: 97.88
  report.final.slew_viol_count: 0
  rsz0062_at_grt: "true"
  unclocked_pins: 8
  worst_slew_pin_slew_ns: 0.3515
  timing.fmax_ghz: 0.3005
  slew_headroom_pct: 76.39
  post-route-min-period_ns: 3.328
  timing.hold.ws_ns: 2.109
  finalSetupViolCount: 0
power_and_ir_drop:
  power.density_nw_per_um2: 122.3
  internal-power_w: 0.00006975
  clockPowerShare_pct: 0
  max_vdd_drop_mv: 0.04418
  pwr-share-seq_pct: 7.6
  p_comb_share_pct: 92.4
  power.leakage_nw: 0.4072
  design_power_total_w: 0.0001037
  p_sw_share_pct: 32.76
  power_switching_w: 0.00003398
floorplan:
  core_um2: 3416
  die_x_um: 80
  die_area_um2: 6400
  core.rowCount: 21
  pin_count: 19
  chipHeight_um: 80
  fp-utilization_pct: 15.27
placed_design:
  io_buffers: 19
  post_dp_cell_area_um2: 814.5
  post-place-cells: 125
  hpwl_um: 943.9
  gp_congestion: 0.7089
global_route:
  vias_in_the_first_global_route: 449
  grt_pass1_wl_um: 1932
  grt_antenna_before_repair: 0
  grt_ovf: 0
  globalRouteTotalUtil_pct: 3.512
  pin_count_of_the_biggest_net_entering_global_routing: 9
drt:
  routed_length_per_placed_instance_um: 8.535
  antennaDiodeCount: 0
  drt_first_iter_violations: 6
  vias: 416
  drt.antenna.violating_nets: 0
  drc_errors: 0
  detailedRoute.firstPassIterationCount: 2
  drt-vias-per-instance: 3.276
  detail_route.wirelength_um: 1084
final_layout:
  area_delta_synth_final_pct: 62.59
  mi_logic_area_um2: 372.9
  largest_register_ffs: 8
  filler_cell_count: 387
  final_area_um2: 848.3
  final_layout_size_suffix_gt1_share_pct: 35.80
  final-instance-count-excl-fill: 127
  postLayoutCoreUtil_pct: 24.84
  final-seq-area_um2: 120.1
worst_setup_path:
  crit_path_start_kind: "primary input"
  crit_start: "cin"
  worstPathMaxFanout: 3
  critPathTopFamily: "adder cells"
  critPathKind: "in -> out"
  critical_path.max_stage_delay_ns: 0.36
  cp_data_arrival_time_ns: 2.65
  cp_num_buf_inv: 4
  worstSetupEndpointType: "primary output"
  crit_required_ns: 2.72
  path_cells: "buf_2 -> inv_2 -> fa_2 -> inv_2 -> fa_2 -> nand2b_4 -> a2bb2o_4 -> a221oi_4 -> mux2i_2 -> xnor2_1 -> buf_2"
  cpMaxStageDelayCell: "sky130_fd_sc_hd__fa_2"
run:
  timing.max_cap.violations: 0
  openroad.warnings: 36
logic_synthesis:
  ys.flop_type: "sky130_fd_sc_hd__dlxtp_1"
  synth.yosys.warnings: 1
  area_fraction_in_full_adders_half_adders_and_majority_gates_pct: 29.26
  ys_chip_area_um2: 521.8
  synth_area_um2: 521.8
  post_synth_and_or_nand_nor_area_fraction_pct: 11.51
  xor_share_pct: 10.07
  ys_seq_elements: 8
  post_synth_ao_oa_area_fraction_pct: 11.99
  ys_types: 21
  number_of_flops_mapped_to_enable_cells_by_yosys: 0
  synthTopLogicFamily: "adder cells"
  yosysCellCount: 54
  mux_share_pct: 1.918
  synth_cells: 54
  syn_area_per_cell_um2: 9.662
  async_flop_share_pct: 0
hold_path:
  min_delay_worst_type: "in -> out"
  timing.hold.worst.start: "in[0]"
status:
  run_status: "complete, no violations"
## stage by stage
| step | setup slack, ns | setup TNS, ns |
|---|---|---|
| floorplan | 0.2734 | 0 |
| global placement | -0.8137 | -3.287 |
| detailed placement | -0.8525 | -3.388 |
| CTS | 0.006487 | 0 |
| global route | -0.06670 | -0.07928 |
| finish | 0.07220 | 0 |
## per-layer routing
metal	vias to the layer above	share of wire (%)	global-route usage, %
met1	181	49	4.781
met5	-	0	0
met3	0	8.2	0.7955
met4	0	0	0
li1	224	-	-
met2	11	43	5.859
## layout make-up
cell class,instances,area share (%)
Inverter,13,6.047
Tap cell,46,6.785
Timing Repair Buffer,29,29.06
Multi-Input combinational cell,31,43.95
Sequential cell,8,14.16
## Yosys cell counts (2+ instances only)
master | n | area (um2)
sky130_fd_sc_hd__inv_1 | 13 | 48.80
sky130_fd_sc_hd__ha_1 | 9 | 112.6
sky130_fd_sc_hd__dlxtp_1 | 8 | 120.1
sky130_fd_sc_hd__xnor2_1 | 4 | 35.03
sky130_fd_sc_hd__buf_4 | 2 | 15.01
sky130_fd_sc_hd__fa_1 | 2 | 40.04
sky130_fd_sc_hd__xor2_1 | 2 | 17.52
## worst min-delay path: cells and delay by family
kind,cells,cell delay (ns)
buf+inv,4,0.58
fa+ha+maj,1,0.18
## cell families after synthesis
family,Yosys count
and+or+nand+nor,8
xor gates and xnor gates,6
AOI/OAI and AO/OA,5
buffers and inverters,15
latches,8
adders and majority gates,11
muxes,1
## final timing paths
kind      to  slack [ns]  depth (start not counted)
min   out[0]        2.11                          5
max   out[7]        0.07                         11
## power groups by stage
stage     Sequential [W]  Combinational (W)  Clock (W)
4_1_cts       0.00000795          0.0000957          0
5_1_grt       0.00000826           0.000108          0
6_report      0.00000793          0.0000958          0
## layout by cell type, fill, tap and decap left out
master and n:
sky130_fd_sc_hd__a2bb2o_4 1, sky130_fd_sc_hd__dlygate4sd2_1 3, sky130_fd_sc_hd__mux2i_2 1, sky130_fd_sc_hd__buf_2 3
sky130_fd_sc_hd__inv_2 2, sky130_fd_sc_hd__clkbuf_2 1, sky130_fd_sc_hd__and3_4 1, sky130_fd_sc_hd__nor2_1 1
sky130_fd_sc_hd__a221oi_4 1, sky130_fd_sc_hd__inv_1 10, sky130_fd_sc_hd__inv_4 1, sky130_fd_sc_hd__nor3_1 1
sky130_fd_sc_hd__o21bai_1 1, sky130_fd_sc_hd__nand2b_4 1, sky130_fd_sc_hd__or2_1 1, sky130_fd_sc_hd__dlxtp_1 8
sky130_fd_sc_hd__a311oi_4 1, sky130_fd_sc_hd__and2_2 1, sky130_fd_sc_hd__a21oi_2 1, sky130_fd_sc_hd__buf_4 10
sky130_fd_sc_hd__fa_2 2, sky130_fd_sc_hd__xor2_1 2, sky130_fd_sc_hd__xnor2_1 4, sky130_fd_sc_hd__nand2_1 1
sky130_fd_sc_hd__buf_8 1, sky130_fd_sc_hd__clkdlybuf4s50_1 11, sky130_fd_sc_hd__nand2b_2 1, sky130_fd_sc_hd__ha_1 9
## repair_timing
item	in CTS	in global routing
endpoints found under the setup margin	6	2
hold buffers	0	0
pin swaps	8	2
setup buffers	2	1
resized	26	5
Power and IR drop assume default switching activity.
